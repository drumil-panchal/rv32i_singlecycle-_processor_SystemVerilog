===== flow/constraint.sdc =====
current_design registerfile

set clk_period 8.7
set clk_io_pct 0.2

create_clock -name clk0 -period $clk_period [get_ports {clk}]

set non_clock_inputs [all_inputs -no_clocks]
set_input_delay [expr $clk_period * $clk_io_pct] -clock clk0 $non_clock_inputs
set_output_delay [expr $clk_period * $clk_io_pct] -clock clk0 [all_outputs]

===== flow/config.mk =====
export PLATFORM = sky130hd
export DESIGN_NAME = registerfile
export DESIGN_NICKNAME = registerfile
export VERILOG_FILES = /design/flow/design.v
export SDC_FILE = /design/flow/constraint.sdc
export NUM_CORES = 4
export LEC_CHECK = 1
export CORE_UTILIZATION = 50

===== flow/design.v =====
package risc_pkg;
    typedef enum logic [6:0] {
        opcode_r_type	= 7'h33,
        opcode_i_load	= 7'h03,
        opcode_i_alu	= 7'h13,
        opcode_i_jalr	= 7'h67,
        opcode_s_type	= 7'h23,
        opcode_b_type	= 7'h63,
        opcode_lui	= 7'h37,
        opcode_auipc	= 7'h17,
        opcode_jal	= 7'h6f
    } opcode_t;
    typedef enum logic [3:0] {
        ADD_op,
        SUB_op,
        SLL_op,
        SLT_op,
        SLTU_op,
        XOR_op,
        SRL_op,
        SRA_op,
        OR_op,
        AND_op
    } alu_op_t;
    typedef enum logic [1:0] {
        byte_size = 2'b00,
        halfword_size = 2'b01,
        word_size = 2'b11
    } mem_size_t;
    typedef enum logic [2:0] {
        b_beq = 3'h0,
        b_bne = 3'h1,
        b_blt = 3'h4,
        b_bge = 3'h5,
        b_bltu = 3'h6,
        b_bgeu = 3'h7
    } b_type_instr_t;
    typedef enum logic [3:0] {
        R_ADD  = 4'h0,
        R_SUB  = 4'h8,
        R_SLL  = 4'h1,
        R_SLT  = 4'h2,
        R_SLTU = 4'h3,
        R_XOR  = 4'h4,
        R_SRL  = 4'h5,
        R_SRA  = 4'hD,
        R_OR   = 4'h6,
        R_AND  = 4'h7
    } r_type_instr_t;
    typedef enum logic [3:0] {
        I_LB        = 4'h0,
        I_LH        = 4'h1,
        I_LW        = 4'h2,
        I_LBU       = 4'h4,
        I_LHU       = 4'h5,
        I_ADDI      = 4'h8,
        I_SLTI      = 4'hA,
        I_SLTIU     = 4'hB,
        I_XORI      = 4'hC,
        I_ORI       = 4'hE,
        I_ANDI      = 4'hF,
        I_SLLI      = 4'h9,
        I_SRLI_SRAI = 4'hD     
    } i_type_instr_t;
    typedef enum logic [2:0] {
        S_SB = 3'h0,
        S_SH = 3'h1,
        S_SW = 3'h2
    } s_type_instr_t;
    typedef enum logic [1:0] {
        WB_SRC_ALU = 2'b00,
        WB_SRC_MEM = 2'b01,
        WB_SRC_IMM = 2'b10,
        WB_SRC_PC  = 2'b11
    } wb_src_t;
    typedef struct packed {
        logic        mem_valid;           
        logic        mem_write;           
        mem_size_t  mem_size;            
        logic        load_zero_extend;    
        logic        rf_write_enable;     
        logic        pc_src_select;       
        logic        alu_src_a_select;    
        logic        alu_src_b_select;    
        wb_src_t     wb_src;              
        alu_op_t     alu_op;              
    } control_t;
endpackage
import risc_pkg::*;
module registerfile(
    input logic clk,
    input logic reset_n,
    input logic [4:0] rs1_addr,
    input logic [4:0] rs2_addr,
    input logic [4:0] rd_addr,
    input logic rf_wr_en,
    input logic [31:0] wr_data,
    output logic [31:0] rs1_data,
    output logic [31:0] rs2_data
    );
    logic [31:0] regs[0:31];                     
    integer i;
    assign rs1_data = regs[rs1_addr];
    assign rs2_data = regs[rs2_addr];
    always_ff @(posedge clk or negedge reset_n) begin  
        if(!reset_n) begin
            for(i=0; i<32; i++)
                regs[i] <= 32'd0;                                                       
        end
        else if (rf_wr_en && (rd_addr != 5'd0)) begin                   
            regs[rd_addr] <= wr_data;
        end
    end 
endmodule

===== flow/run.sh =====
#!/bin/bash
# OpenROAD 26Q1-2900-gdf79404cd8, Yosys 0.63+post, stock flow scripts
make -C /OpenROAD-flow-scripts/flow DESIGN_CONFIG=/design/flow/config.mk WORK_HOME=/design/flow/orfs finish

==> flow_metrics.tcl <==
# flow metrics
set metrics [dict create \
    leakage_uw 0.0256 \
    worstReg2RegEnd "regs[30][14]$_DFFE_PN0P_" \
    top_area_cell "dfrtp_1" \
    largest_reg_flops 1024 \
    grt_max_degree 128 \
    max_cap_viol_count 0 \
    numCtsBuffers 109 \
    cts.sinks 1024 \
    path_cells "buf_2 -> nand2_1 -> nor2_4 -> buf_4 -> a22oi_1 -> nand4_1 -> a2111oi_0 -> a21oi_1 -> clkdlybuf4s50_1" \
    grt_pass1_wl_mm 385 \
    row_count 117 \
    slowest_delay_ns 0.92 \
    min_period_ns 7.71 \
    synth_area_per_cell_um2 11.8 \
    clock_tree.buffer_depth 3 \
    die_w_um 323 \
    skew_ns 0 \
    fp.dieH_um 323 \
    startpoint "rs2_addr[3]" \
    synth-async-reset-ratio_pct 100 \
    drtPass1Iterations 10 \
    reg2reg_depth 1 \
    cp_top_family "simple AND/OR/NAND/NOR gates" \
    topCellsByArea "dfrtp_1 (50%), mux2_2 (22%), a22oi_1 (10%)" \
    boundaryPins 114 \
    cts-root-buf "clkbuf_16" \
    layout_setup_ws_ns 0.993 \
    top_register "regs" \
    worstSkewPairLatency_ns 0.72 \
    port-buffer-count 113 \
    core-area_um2 102000 \
    antenna_found_initial 21 \
    top_cell_area_share_pct 49.6 \
    gr-total-overflow 0 \
    cts_setup_buffers 0 \
    critical_path_cell_count 9 \
    crit_type "in -> out" \
    synthFlopType "dfrtp_1" \
    critPathCaptureType "primary output" \
    worstPathMaxFanout 17 \
    reg.largest.list "regs: 1024 flops" \
    cts_resized 0 \
    finalHoldViolCount 0 \
    cp.required_ns 6.96 \
    drc 0 \
    hold_buffers 0 \
    yosys_area_um2 51700 \
    cts_tree "done" \
    die_area_um2 105000 \
    slew_violations 0 \
    critPathBufInv 3 \
    endpoint "rs2_data[5]" \
    drive_gt1_share_pct 35.0 \
    synth_seq_share_pct 49.6 \
    tightestPinTransition_ns 1.25 \
    edf_count 0 \
    period_used_pct 88.6 \
    pwr_density_cell_nw_per_um2 232 \
    drt_iter0_drc 6547 \
    ys_cells 4389 \
    rsz0062_at_grt "false" \
    rrSetupSlack_ns 7.73 \
    path_clk_slew_ns 0.06 \
    warnings 46 \
    netlist_instances 4389 \
    track_usage_pct 58.0 \
    dp_slack_ns 1.42 \
    synth_area_um2 51700 \
    hold_class "reg -> reg" \
    rr_startpoint "regs[30][14]$_DFFE_PN0P_" \
    crit_arrival_ns 5.97 \
    fp_util_pct 50.6 \
    vias 46200 \
    grt_pass1_vias 45100 \
    min_from "regs[0][16]$_DFFE_PN0P_" \
    layout_top_cell "dfrtp_1" \
    setup_viol 0 \
    via_per_inst 7.80 \
    final_cell_mix "dfrtp_1 (1,024), mux2_2 (1,009), a22oi_1 (700)" \
    max_freq_mhz 130 \
    slew_headroom_pct 16.1 \
    synth.distinct_cells 70 \
    crit_path_start_kind "input port" \
    hpwl_mm 183 \
    finalWirelength_mm 287 \
    place.gp.congestion 1.11 \
    tns_ns 0 \
    yosys_register_bits 1024 \
    wire_per_inst_um 48.4 \
    peakVddDrop_uv 201 \
    crit_slowest_cell "nor2_4" \
    syn_to_final_growth_pct 14.5 \
    status "completed" \
    yosys_warnings 2 \
    ant_nets 0 \
    htree_levels 3 \
]
==> worst min-delay path by stage <==
stage         cells past startpoint  slack, ns                      end
finish                            0       0.40  regs[0][16]$_DFFE_PN0P_
global route                      0       0.41  regs[0][25]$_DFFE_PN0P_
CTS                               0       0.40  regs[0][10]$_DFFE_PN0P_
==> cell type report <==
class                   count  area [um^2]
fillers                  8451        43000
flip-flops and latches   1024        25600
multi-input cells        2909        24600
repair buffers            389         3370
clock buffers             161         3260
well taps                1368         1710
clock inverters            40          567
diodes                     26         65.1
inverters                   5         18.8
==> logic make-up (layout without fill, tap and decap cells) <==
group | after synthesis | count (layout) | synth area share (%)
AND-OR/OR-AND | 1090 | 1090 | 15.8
buffers and inverters | 456 | 595 | 3.93
flip-flops | 1024 | 1024 | 49.6
multiplexers | 1083 | 1083 | 23.6
other | 0 | 26 | 0
AND/OR/NAND/NOR | 736 | 736 | 7.12
==> metrics by stage <==
step,std cells,power (uW),cell area (um^2),util (%),hold slack (ns)
global route,5899,14100,59100,57.9,0.412
detailed placement,5695,8660,55300,54.1,0.391
global placement,5695,8640,55300,54.1,0.388
CTS,5896,13600,59100,57.8,0.404
finish,5922,13700,59200,57.9,0.403
floorplan,4389,7470,51700,-,0.451
==> layer usage <==
metal | up-vias | share of wire, % | GRT usage (%)
met3 | 1747 | 18 | 41.5
met5 | - | 0.19 | 4.91
li1 | 17000 | - | -
met1 | 22900 | 33 | 70.7
met2 | 4525 | 38 | 72.1
met4 | 28 | 10 | 39.5
==> cells in the mapped netlist (28+ instances only) <==
cell type and n:
buf_2 184, a221oi_1 28, buf_1 45, a31oi_1 29, a22o_1 55, a21oi_1 75, clkbuf_1 202, nand4_1 92
mux2i_1 61, o21ai_0 34, nor3_1 75, nor2_1 165, dfrtp_1 1024, mux2_2 1009, a22oi_1 700, nand3_1 45
nand2_1 195
==> power by group <==
part           switching, uW  internal, uW  total (uW)
clock network           2060          2970        5030
registers                992          5660        6650
logic                   1010          1060        2070
total                   4060          9680       13700
Power is estimated from default activity; no workload was simulated.
