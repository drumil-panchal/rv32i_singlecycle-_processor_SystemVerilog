File: flow/run.sh
#!/bin/bash
# OpenROAD 26Q1-2900-gdf79404cd8, Yosys 0.63+post, stock flow scripts
make -C /OpenROAD-flow-scripts/flow DESIGN_CONFIG=/design/flow/config.mk WORK_HOME=/design/flow/orfs finish
File: flow/config.mk
export PLATFORM = sky130hd
export DESIGN_NAME = decode
export DESIGN_NICKNAME = decode
export VERILOG_FILES = /design/flow/design.v
export SDC_FILE = /design/flow/constraint.sdc
export NUM_CORES = 4
export LEC_CHECK = 1
export CORE_AREA = 10 10 76 76
export DIE_AREA = 0 0 86 86
File: flow/constraint.sdc
current_design decode

set clk_period 3.7
set clk_io_pct 0.2

create_clock -name clk0 -period $clk_period

set non_clock_inputs [all_inputs -no_clocks]
set_input_delay [expr $clk_period * $clk_io_pct] -clock clk0 $non_clock_inputs
set_output_delay [expr $clk_period * $clk_io_pct] -clock clk0 [all_outputs]
File: flow/design.v
package risc_pkg;
    typedef enum logic [6:0] {
        opcode_r_type	= 7'h33,
        opcode_i_load	= 7'h03,
        opcode_i_alu	= 7'h13,
        opcode_i_jalr	= 7'h67,
        opcode_s_type	= 7'h23,
        opcode_b_type	= 7'h63,
        opcode_lui	= 7'h37,
        opcode_auipc	= 7'h17,
        opcode_jal	= 7'h6f
    } opcode_t;
    typedef enum logic [3:0] {
        ADD_op,
        SUB_op,
        SLL_op,
        SLT_op,
        SLTU_op,
        XOR_op,
        SRL_op,
        SRA_op,
        OR_op,
        AND_op
    } alu_op_t;
    typedef enum logic [1:0] {
        byte_size = 2'b00,
        halfword_size = 2'b01,
        word_size = 2'b11
    } mem_size_t;
    typedef enum logic [2:0] {
        b_beq = 3'h0,
        b_bne = 3'h1,
        b_blt = 3'h4,
        b_bge = 3'h5,
        b_bltu = 3'h6,
        b_bgeu = 3'h7
    } b_type_instr_t;
    typedef enum logic [3:0] {
        R_ADD  = 4'h0,
        R_SUB  = 4'h8,
        R_SLL  = 4'h1,
        R_SLT  = 4'h2,
        R_SLTU = 4'h3,
        R_XOR  = 4'h4,
        R_SRL  = 4'h5,
        R_SRA  = 4'hD,
        R_OR   = 4'h6,
        R_AND  = 4'h7
    } r_type_instr_t;
    typedef enum logic [3:0] {
        I_LB        = 4'h0,
        I_LH        = 4'h1,
        I_LW        = 4'h2,
        I_LBU       = 4'h4,
        I_LHU       = 4'h5,
        I_ADDI      = 4'h8,
        I_SLTI      = 4'hA,
        I_SLTIU     = 4'hB,
        I_XORI      = 4'hC,
        I_ORI       = 4'hE,
        I_ANDI      = 4'hF,
        I_SLLI      = 4'h9,
        I_SRLI_SRAI = 4'hD     
    } i_type_instr_t;
    typedef enum logic [2:0] {
        S_SB = 3'h0,
        S_SH = 3'h1,
        S_SW = 3'h2
    } s_type_instr_t;
    typedef enum logic [1:0] {
        WB_SRC_ALU = 2'b00,
        WB_SRC_MEM = 2'b01,
        WB_SRC_IMM = 2'b10,
        WB_SRC_PC  = 2'b11
    } wb_src_t;
    typedef struct packed {
        logic        mem_valid;           
        logic        mem_write;           
        mem_size_t  mem_size;            
        logic        load_zero_extend;    
        logic        rf_write_enable;     
        logic        pc_src_select;       
        logic        alu_src_a_select;    
        logic        alu_src_b_select;    
        wb_src_t     wb_src;              
        alu_op_t     alu_op;              
    } control_t;
endpackage
import risc_pkg::*;
module decode(
    input logic [31:0] instruction,          
    output logic [4:0] rs1_addr,
    output logic [4:0] rs2_addr,
    output logic [4:0] rd_addr,
    output logic [6:0] opcode,
    output logic [2:0] funct3,
    output logic [6:0] funct7,
    output logic r_type,
    output logic i_type,
    output logic s_type,
    output logic b_type,
    output logic u_type,
    output logic j_type,
    output logic [31:0] immediate        
    );
    logic [31:0] imm_i_type;
    logic [31:0] imm_s_type;
    logic [31:0] imm_b_type;
    logic [31:0] imm_u_type;
    logic [31:0] imm_j_type;
    assign opcode	=instruction[6:0];
    assign rd_addr      =instruction[11:7];
    assign funct3	=instruction[14:12];
    assign rs1_addr	=instruction[19:15];
    assign rs2_addr	=instruction[24:20];
    assign funct7	=instruction[31:25];
    assign imm_i_type = {{20{instruction[31]}}, instruction[31:20]};
    assign imm_s_type = {{21{instruction[31]}}, instruction[30:25], instruction[11:7]};
    assign imm_b_type = {{20{instruction[31]}}, instruction[7], instruction[30:25], instruction[11:8], 1'b0};
    assign imm_u_type = {instruction[31:12], 12'b0};
    assign imm_j_type = {{12{instruction[31]}}, instruction[19:12], instruction[20], instruction[30:21], 1'b0};
    always_comb begin 
        r_type = 1'b0;
        i_type = 1'b0;
        s_type = 1'b0;
        b_type = 1'b0;
        u_type = 1'b0;
        j_type = 1'b0;
        case(opcode)
            opcode_r_type:	r_type = 1'b1;
            opcode_i_load,
            opcode_i_alu,
            opcode_i_jalr:	i_type = 1'b1;
            opcode_s_type:	s_type = 1'b1;
            opcode_b_type:	b_type = 1'b1;
            opcode_lui, 
            opcode_auipc:	u_type = 1'b1;
            opcode_jal:		j_type = 1'b1;
            default:;
        endcase
    end
    assign immediate =	r_type ? 32'd0 :
			i_type ? imm_i_type:
			s_type ? imm_s_type:
			b_type ? imm_b_type:
			u_type ? imm_u_type:
				imm_j_type;
endmodule
==> job_summary.md <==
### Flow metrics

| Metric | Value |
|---|---|
| Chip Width | 86 microns |
| Post CTS Setup Buffer Count | 0 |
| AND/OR/NAND/NOR Cells, Area Fraction | 0.4251 |
| Tool warnings | 32 |
| CP Launch Type | input pin |
| Leak Pwr | 0.6870 nW |
| Worst VDD drop | 0.03786 mV |
| Worst Hold Depth | 2 |
| Crit path DAT | 2.75 ns |
| Critical path type | in -> out |
| Count of hold-fix buffers inserted at cts | 0 |
| DRT Wirelength | 3835 microns |
| Die Y | 86 microns |
| Final TNS setup | 0 ns |
| Clk pwr share | 0 |
| IO Count | 102 |
| Final setup viols | 0 |
| Number of global-route vias before repair | 1,176 |
| Status | finished, final reports clean |
| N_diodes | 0 |
| Drt wl/cell | 15.10 microns |
| Comb area | 589.3 sq um |
| Crit-path max FO | 12 |
| Net switching power of the design | 0.05154 mW |
| RSZ-0062 raised after global routing | false |
| Tmin final | 3.488 ns |
| Layout Cells excl Fill | 254 |
| Pint | 0.1200 mW |
| Yosys chip area | 877.1 sq um |
| Top non-seq family | simple AND/OR/NAND/NOR gates |
| Hold Path Class | in -> out |
| Total gr overflow | 0 |
| Synth Area in Compound Gates | 0.2340 |
| First-pass GRT wire length | 6009 microns |
| Register area | 0 sq um |
| WP data required | 2.96 ns |
| Placed instance count | 254 |
| Placed Area | 0.001733 sq mm |
| Vias | 1,110 |
| Largest net degree at the start of global routing | 13 |
| YS warnings | 1 |
| Register area share after synthesis | 0 |
| Fraction of layout cells with a size suffix above 1 | 0.08333 |
| Relative slew slack | 0.7117 |
| Final Hold Viols | 0 |
| MUX area fraction | 0.01284 |
| Rows | 23 |
| Fmax achieved | 0.2867 GHz |
| Sw Share | 0.3005 |
| Floorplan core density | 0.2131 |
| Max-Cap Viols | 0 |
| Sequential fraction of design power | 0 |
| Syn_area_per_cell | 6.645 sq um |
| Yosys cell types | 36 |
| Pwr Density | 98.97 mW/mm^2 |
| Chip area | 0.007396 sq mm |
| FA/HA/MAJ Cells, Area Fraction | 0 |
| Comb power frac | 1.000 |
| Core area | 0.004115 sq mm |
| Final period util | 0.9427 |
| Synthesized cell area | 877.1 sq um |
| DR iter-0 viols | 69 |
| Max Transition Viols Final | 0 |
| Worst-Margin Slew | 0.4325 ns |
| Layout area overhead | 97.57% |
| # Cells Yosys | 132 |
| Worst Setup End Kind | primary output |
| Final Cell Area | 0.001733 sq mm |
| IO buf count | 102 |
| GPL Wtd Cong | 0.7947 |
| DR pass1 iterations | 2 |
| Vias per Instance | 4.370 |
| Antenna violations before repair | 0 |
| Mapped Cells | 132 |
| XOR/XNOR Fraction of Synth Area | 0 |
| Seq_cells | 0 |
| DR DRC count | 0 |
| # resized after CTS | 0 |
| Total Routing Usage GR | 0.09518 |
| Filler instances | 412 |
| Clock buffers | 0 |
| Hpwl dp | 3410 microns |
| Final ANT Viol Nets | 0 |
==> critical path, cell delays in order <==
cell,delay [ns]
clkdlybuf4s50_1,0.59
or4_4,0.62
a21oi_4,0.27
a21oi_1,0.08
clkdlybuf4s50_1,0.44
==> per-stage QoR <==
stage / setup WS, ns / utilization / power (mW) / hold WS (ns)
6_report: 0.2120 / 0.4211 / 0.1715 / 2.309
5_1_grt: 0.03174 / 0.4211 / 0.1897 / 2.344
4_1_cts: 0.1973 / 0.4211 / 0.1761 / 2.315
3_5_place_dp: 0.2053 / 0.4211 / 0.1750 / 2.310
3_3_place_gp: 0.2109 / 0.4211 / 0.1761 / 2.313
2_1_floorplan: 1.317 / - / 0.06059 / 1.541
==> kinds of logic after synthesis <==
| kind of cell | after synthesis |
|---|---|
| compound gates | 29 |
| buf+inv | 39 |
| mux | 1 |
| simple gates | 63 |
==> path summary, 6_finish.rpt <==
check | slack (ns) | end | start
setup / recovery | 0.21 | immediate[21] | instruction[5]
hold / removal | 2.31 | rd_addr[1] | instruction[8]
==> layout make-up <==
cell class / instances / area share
multi-input cells: 93 / 0.3401
repair buffers: 109 / 0.6195
inverters: 2 / 0.004332
well taps: 50 / 0.03610
==> power by group through the flow <==
stage / Clock (mW) / Sequential, mW / Combinational (mW)
6_report: 0 / 0 / 0.172
5_1_grt: 0 / 0 / 0.190
4_1_cts: 0 / 0 / 0.176
==> cells in the final DEF, fill, tap and decap left out, types with 2 or more instances in the layout <==
cell               n
clkdlybuf4s50_1  102
nand2_1           29
a21oi_1           13
nor2_1             9
buf_4              7
nor2b_1            6
a22oi_1            4
o21ai_1            3
inv_1              2
o22ai_1            2
nor3b_1            2
and3b_1            2
==> cells in the mapped netlist (2+ instances only) <==
cell type	number	area, sq um
buf_2	2	10.01
buf_6	2	22.52
o22ai_1	2	12.51
buf_4	33	247.7
and3b_1	2	17.52
nor2_1	9	33.78
o21ai_1	3	15.01
nand2_1	29	108.9
inv_1	2	7.510
a22oi_1	4	30.03
nor2b_1	6	37.54
nor3b_1	2	15.01
a21oi_1	13	65.06
==> metal layers <==
| metal | track usage | wire (microns) | up-vias |
|---|---|---|---|
| met5 | 0 | 0 | - |
| met2 | 0.1589 | 1739 | 61 |
| met3 | 0.05338 | 585 | 0 |
| li1 | - | - | 576 |
| met1 | 0.1102 | 1510 | 473 |
| met4 | 0 | 0 | 0 |
Power figures rest on the tool's default switching activity, not on a simulated workload.
