==> design/flow/design.v <==
package risc_pkg;
    typedef enum logic [6:0] {
        opcode_r_type	= 7'h33,
        opcode_i_load	= 7'h03,
        opcode_i_alu	= 7'h13,
        opcode_i_jalr	= 7'h67,
        opcode_s_type	= 7'h23,
        opcode_b_type	= 7'h63,
        opcode_lui	= 7'h37,
        opcode_auipc	= 7'h17,
        opcode_jal	= 7'h6f
    } opcode_t;
    typedef enum logic [3:0] {
        ADD_op,
        SUB_op,
        SLL_op,
        SLT_op,
        SLTU_op,
        XOR_op,
        SRL_op,
        SRA_op,
        OR_op,
        AND_op
    } alu_op_t;
    typedef enum logic [1:0] {
        byte_size = 2'b00,
        halfword_size = 2'b01,
        word_size = 2'b11
    } mem_size_t;
    typedef enum logic [2:0] {
        b_beq = 3'h0,
        b_bne = 3'h1,
        b_blt = 3'h4,
        b_bge = 3'h5,
        b_bltu = 3'h6,
        b_bgeu = 3'h7
    } b_type_instr_t;
    typedef enum logic [3:0] {
        R_ADD  = 4'h0,
        R_SUB  = 4'h8,
        R_SLL  = 4'h1,
        R_SLT  = 4'h2,
        R_SLTU = 4'h3,
        R_XOR  = 4'h4,
        R_SRL  = 4'h5,
        R_SRA  = 4'hD,
        R_OR   = 4'h6,
        R_AND  = 4'h7
    } r_type_instr_t;
    typedef enum logic [3:0] {
        I_LB        = 4'h0,
        I_LH        = 4'h1,
        I_LW        = 4'h2,
        I_LBU       = 4'h4,
        I_LHU       = 4'h5,
        I_ADDI      = 4'h8,
        I_SLTI      = 4'hA,
        I_SLTIU     = 4'hB,
        I_XORI      = 4'hC,
        I_ORI       = 4'hE,
        I_ANDI      = 4'hF,
        I_SLLI      = 4'h9,
        I_SRLI_SRAI = 4'hD     
    } i_type_instr_t;
    typedef enum logic [2:0] {
        S_SB = 3'h0,
        S_SH = 3'h1,
        S_SW = 3'h2
    } s_type_instr_t;
    typedef enum logic [1:0] {
        WB_SRC_ALU = 2'b00,
        WB_SRC_MEM = 2'b01,
        WB_SRC_IMM = 2'b10,
        WB_SRC_PC  = 2'b11
    } wb_src_t;
    typedef struct packed {
        logic        mem_valid;           
        logic        mem_write;           
        mem_size_t  mem_size;            
        logic        load_zero_extend;    
        logic        rf_write_enable;     
        logic        pc_src_select;       
        logic        alu_src_a_select;    
        logic        alu_src_b_select;    
        wb_src_t     wb_src;              
        alu_op_t     alu_op;              
    } control_t;
endpackage
import risc_pkg::*;
module branchcontrol(
    input logic [31:0] opr_a,
    input logic [31:0] opr_b,
    input logic is_b_type,
    input logic [2:0] funct3,
    output logic branch_taken
    );
    logic signed [31:0] a_signed, b_signed;
    assign a_signed = opr_a;
    assign b_signed = opr_b;
    logic taken;
    always_comb begin
        taken = 1'b0;
        case (funct3)
            b_beq  : taken = (opr_a == opr_b);
            b_bne  : taken = (opr_a != opr_b);
            b_blt  : taken = (a_signed <  b_signed);
            b_bge  : taken = (a_signed >= b_signed);
            b_bltu : taken = (opr_a <  opr_b);
            b_bgeu : taken = (opr_a >= opr_b);
        endcase
    end
    assign branch_taken = is_b_type & taken;
endmodule
==> design/flow/run.sh <==
#!/bin/bash
# OpenROAD 26Q1-2900-gdf79404cd8, Yosys 0.63+post, stock flow scripts
make -C /OpenROAD-flow-scripts/flow DESIGN_CONFIG=/design/flow/config.mk WORK_HOME=/design/flow/orfs finish
==> design/flow/config.mk <==
export PLATFORM = sky130hd
export DESIGN_NAME = branchcontrol
export DESIGN_NICKNAME = branchcontrol
export VERILOG_FILES = /design/flow/design.v
export SDC_FILE = /design/flow/constraint.sdc
export NUM_CORES = 4
export LEC_CHECK = 1
export CORE_AREA = 10 10 78 78
export DIE_AREA = 0 0 88 88
==> design/flow/constraint.sdc <==
current_design branchcontrol

set clk_period 3.8
set clk_io_pct 0.2

create_clock -name clk0 -period $clk_period

set non_clock_inputs [all_inputs -no_clocks]
set_input_delay [expr $clk_period * $clk_io_pct] -clock clk0 $non_clock_inputs
set_output_delay [expr $clk_period * $clk_io_pct] -clock clk0 [all_outputs]
==> reports/metrics.yaml <==
floorplanning:
  ios: 69
  dieWidth_um: 88
  core-area_um2: 4410
  die_area_um2: 7740
  floorplan.core_util_pct: 21.0
  fp.dieH_um: 88
  row_count: 24
pwr:
  power.switching_mw: 0.0605
  comb_power_share_pct: 100.0
  irDropWorstVdd_v: 0.0000287
  switching_power_as_a_share_of_total_power_pct: 35.2
  power.share.clock_pct: 0
  sequential_group_share_of_total_power_pct: 0
  internal-power_mw: 0.111
  total_leakage_power_nw: 0.854
  power_density_nw_per_um2: 94.4
detailed_routing:
  route.antenna.remaining_nets: 0
  route.vias.total: 1069
  first_iter_violations: 15
  detail_route.wl_per_cell_um: 11.8
  wirelength_mm: 2.96
  vias_per_std_cell: 4.28
  post-route-drc-count: 0
  diodes: 0
  initial_drt_pass_iterations: 4
worst_setup_path:
  timing.critical_path.slowest_stage_cell: "sky130_fd_sc_hd__clkdlybuf4s50_1"
  startpoint_type: "input pin"
  critical_path_required_ns: 3.04
  worst-setup-path-type: "in -> out"
  crit_path_max_incr_delay_ns: 0.46
  crit_path_cells: "clkdlybuf4s50_1 > inv_1 > ha_4 > nand4_1 > nor4_4 > nand3_2 > and3_4 > o31ai_2 > mux2i_1 > dlygate4sd2_1"
  critical_path_peak_fanout: 3
  cp.arrival_ns: 2.85
  endpoint_kind: "output port"
clock_network:
  hold_bufs_at_cts: 0
  post-cts-setup-buffer-count: 0
placed_design:
  portBuffers: 69
  hpwl_after_detailed_placement_mm: 2.80
  place_inst: 250
  post-place-ws_ns: -0.159
  place.gp.congestion: 0.773
synth:
  yosys-stat-area_um2: 928
  synth_cell_types: 28
  synth_area_leader: "sky130_fd_sc_hd__ha_1"
  basic_gates_by_area_pct: 22.8
  post_synth_most_frequent_cells: "32 x sky130_fd_sc_hd__ha_1, 32 x sky130_fd_sc_hd__inv_1, 13 x sky130_fd_sc_hd__a21oi_1"
  synth.area.mux_share_pct: 2.16
  synth_adder_area_share_pct: 43.1
  netlist_top_cells_area: "sky130_fd_sc_hd__ha_1 43%, sky130_fd_sc_hd__inv_1 13%, sky130_fd_sc_hd__a21oi_1 7.0%"
  logic_family: "adder cells"
  syn_avg_cell_area_um2: 7.43
  synthesis.instances: 125
  netlist.area_leader.share_pct: 43.1
  synth_stat.cells: 125
  synth_warnings: 1
  synth_seq_share_pct: 0
  compound_area_share_pct: 18.1
  synth.cellmix.xorXnorShare_pct: 0.943
  synth_cell_area_um2: 928
global_routing:
  grt_first_pass_wirelength_mm: 4.73
  grt_start_max_net_pins: 7
  grt.overflow.total: 0
  grt_util_all_layers_pct: 7.26
  grt_antenna_before_repair: 0
  grt_pass1_vias: 1052
timing:
  setup_viol_count_final: 0
  fmaxAchievable_mhz: 277
  final.setup.tns_ns: 0
  rsz0062_at_grt: "false"
  final.min_clock_period_ns: 3.61
  timing.max_slew.rel_slack_pct: 79.0
  report.final.hold_viol_count: 0
  final_min_period_over_clock_period_pct: 95.1
  pins_over_their_slew_limit: 0
  timing.final.ws_setup_ns: 0.185
  hold_ws_ns: 2.33
  worst_slew_pin_slew_ns: 0.311
run:
  cap_violations: 0
  warning_count: 32
finish:
  synthToLayoutAreaGrowth_pct: 96.2
  final.clkbuf_count: 0
  fin_cells: 250
  flip_flop_and_latch_area_um2: 0
  layout.sequential_cells: 0
  layout.filler_cells: 451
  drive_gt1_share_pct: 10.1
outcome:
  outcome: "completed"
min_path:
  holdCritPathClass: "in -> out"
==> timing repair <==
action | 4_1_cts | 5_1_grt
endpoints found under the setup margin | 1 | 1
resized | 3 | 9
pin swaps | 3 | 7
==> layout make-up <==
type                       instances  area, um^2  area share, %
timing repair buffer              73         719           39.5
tap                               52        65.1           3.57
multi-input combinational         93         917           50.3
inverter                          32         120           6.59
==> final timing paths <==
check | from | endpoint | cells past startpoint
worst min-delay path | is_b_type | branch_taken | 4
worst max-delay path | opr_b[18] | branch_taken | 10
==> cell usage in the layout (no fill, tap or decap), types with 3 or more instances in the layout <==
| cell type | synthesis | final |
|---|---|---|
| sky130_fd_sc_hd__clkdlybuf4s50_1 | 0 | 68 |
| sky130_fd_sc_hd__inv_1 | 32 | 31 |
| sky130_fd_sc_hd__ha_1 | 32 | 24 |
| sky130_fd_sc_hd__a21oi_1 | 13 | 13 |
| sky130_fd_sc_hd__ha_4 | 0 | 8 |
| sky130_fd_sc_hd__nand4_1 | 6 | 6 |
| sky130_fd_sc_hd__nor2_1 | 5 | 5 |
| sky130_fd_sc_hd__o21ai_0 | 4 | 4 |
| sky130_fd_sc_hd__nand3_1 | 4 | 4 |
| sky130_fd_sc_hd__buf_4 | 0 | 4 |
| sky130_fd_sc_hd__nand2_1 | 3 | 3 |
| sky130_fd_sc_hd__a21o_1 | 3 | 3 |
==> metrics by stage <==
step                      utilization (%)  total power [mW]  cell area [um^2]
after floorplan                         -            0.0672               928
after global placement               38.8             0.160              1710
after detailed placement             38.8             0.160              1710
after CTS                            39.1             0.162              1730
after global routing                 41.3             0.195              1820
final                                41.3             0.172              1820
==> layer usage <==
metal / vias to the layer above / routed length (um) / track usage (%)
met5: - / 0 / 0
met4: 0 / 0 / 0
met3: 0 / 356 / 2.53
met2: 40 / 1300 / 11.5
met1: 438 / 1300 / 9.87
li1: 591 / - / -
==> cells by family after synthesis <==
group,count (synthesis)
multiplexers,2
AND-OR/OR-AND,27
XOR/XNOR,1
buffers and inverters,32
AND/OR/NAND/NOR,31
adder cells (fa/ha/maj),32
==> worst max-delay path: cells and delay by family <==
family                     cells  cell delay (ns)
adders and majority gates      1             0.26
buffers and inverters          3             0.77
muxes                          1             0.09
and+or+nand+nor                4             0.82
AOI/OAI and AO/OA              1             0.16
==> power by group through the flow <==
stage     clock, mW  combinational [mW]  sequential, mW
6_report          0               0.172               0
5_1_grt           0               0.195               0
4_1_cts           0               0.162               0
No activity file was given, so power comes from the tool's default toggle rates.
